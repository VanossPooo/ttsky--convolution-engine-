==> ./design.v <==
`default_nettype none
module convolution_engine (
    input  wire [7:0] ui_in,     
    output wire [7:0] uo_out,    
    input  wire [7:0] uio_in,    
    output wire [7:0] uio_out,   
    output wire [7:0] uio_oe,    
    input  wire       ena,       
    input  wire       clk,       
    input  wire       rst_n      
);
  assign uo_out  = ui_in + uio_in;   
  assign uio_out = 0;
  assign uio_oe  = 0;
  wire _unused = &{ena, clk, rst_n, 1'b0};
endmodule
==> ./run.sh <==
#!/bin/bash
# OpenROAD 26Q1-2900-gdf79404cd8, Yosys 0.63+post, stock flow scripts
make -C /OpenROAD-flow-scripts/flow DESIGN_CONFIG=/design/flow/config.mk WORK_HOME=/design/flow/orfs finish
==> ./config.mk <==
export PLATFORM = sky130hd
export DESIGN_NAME = convolution_engine
export DESIGN_NICKNAME = convolution_engine
export VERILOG_FILES = /design/flow/design.v
export SDC_FILE = /design/flow/constraint.sdc
export NUM_CORES = 4
export LEC_CHECK = 1
export CORE_AREA = 10 10 70 70
export DIE_AREA = 0 0 80 80
==> ./constraint.sdc <==
current_design convolution_engine

set clk_period 7.7
set clk_io_pct 0.2

create_clock -name clk0 -period $clk_period

set non_clock_inputs [all_inputs -no_clocks]
set_input_delay [expr $clk_period * $clk_io_pct] -clock clk0 $non_clock_inputs
set_output_delay [expr $clk_period * $clk_io_pct] -clock clk0 [all_outputs]
==> results.txt <==
fresh numbers from the pnr run: Max Fclk 194 MHz, Int Pwr 30.3 uW, area of the mapped netlist 455 um2, GP Congestion 0.774, chip footprint 6400 um2, Tool Warnings 35, crit-path max FO 3, IO Port Bufs 24, Hold Path Depth 3, row cnt 21, first-pass GRT wire length 2020 um, WL/cell 10.4 um, worst path arrival time 3.60 ns, DRC 0, P&R area growth vs syn 51.4%, GRT Total Usage 3.75%, status completed, Synth top cells by count buf_4, ha_1, a21oi_1, inv_1, o211ai_1, Post-Syn Instances 59, largest area contributor in the netlist buf_4, Lkg Pwr 0.294 nW, final hold viol count 0, HP Start uio_in[0], GRT overflow 0, crit path kind in2out, Post-CTS Setup Bufs 0, Routed WL 1330 um, Pwr per Cell Area 68.7 nW/um2, post-route ant nets 0, Yosys warnings 0, area share, top type 26.4%, initial antenna violation count 0, final setup TNS 0 ns, Clock Power Share 0%, number of setup violations in the final report 0, FF+latch area 0 um2, min Tclk post-route 5.14 ns, startpoint class of the critical path input port, Fin Hold WS 4.11 ns, yosys synthesis chip area 455 um2, largest cells by area after synthesis buf_4, ha_1, a21oi_1, num ports 43, Resized Gates After CTS 0, FP Util 13.3%, clock buffers 0, Max-cap violations 0, HPWL Detailed 1220 um, fin area 689 um2, Unique masters post-synth 25, first-pass detailed-route iteration total 4, Yosys Instances 59, largest net degree at the start of global routing 7, total power 47.3 uW, DR vias/cell 3.27, worst path required time 6.16 ns, placed inst area 689 um2, DIE HEIGHT 80 um, Avg Inst Size Synth 7.72 um2, # diodes 0, Starting DRT DRC Count 28, hold_buf cts 0, CP endpoint kind output pin, VDD IR max 0.0270 mV, FF+latch count 0, die width 80 um, part of the power in combinational logic 100.0%, number of global-route vias before repair 434, HP Class in2out, Core Region 3420 um2, sw power 17.0 uW, Switching Fraction 36.0%, max-slew violations 0, layout cells sized above 1 1.22%, Seq/Total Area, Yosys 0%, sequential share of power 0%, top-count cell post-synth buf_4, Tcrit/Tclk final 66.8%, WHS Endpoint uo_out[0], Via Count 419, unrepaired setup endpoints after global routing false
-- critical path, stage by stage --
cell and delay [ns]:
clkdlybuf4s50_1 0.46, ha_1 0.19, inv_1 0.06, fa_1 0.43
nor2b_4 0.15, o311ai_0 0.13, o311ai_1 0.12, clkdlybuf4s50_1 0.52
-- power by group through the flow --
stage	Combinational [mW]	Clock [mW]	Sequential (mW)
4_1_cts	0.0486	0	0
5_1_grt	0.0536	0	0
6_report	0.0473	0	0
-- stage by stage --
stage / instances / setup WS (ns) / util (%)
after CTS: 128 / 2.54 / 20.2
final: 128 / 2.56 / 20.2
after global placement: 128 / 2.55 / 20.2
after detailed placement: 128 / 2.54 / 20.2
after floorplan: 74 / 3.64 / -
after global routing: 128 / 2.37 / 20.2
-- metal layers --
layer | vias to the layer above | global-route usage [%] | routed length (um)
met5 | - | 0 | 0
met4 | 0 | 0 | 0
met2 | 24 | 5.46 | 523
met1 | 170 | 5.16 | 650
met3 | 0 | 1.82 | 153
li1 | 225 | - | -
-- cell usage in the layout, fill, tap and decap left out --
cell type and count:
clkdlybuf4s50_1 24, conb_1 16, ha_1 7, inv_1 5, a21oi_1 5, o211ai_1 3
xor2_1 2, o21ai_0 2, xnor2_1 2, a211oi_1 1, nand2_1 1, nor3_1 1
o2bb2ai_1 1, nor2b_4 1, o21a_1 1, o31a_1 1, nand2b_1 1, nor2b_1 1
o311ai_0 1, nor3b_1 1, a221oi_1 1, o311ai_1 1, nor2_1 1, a21o_1 1
fa_1 1
-- how the worst max path moves through the flow --
stage,startpoint,end,slack (ns),depth (start not counted)
final,ui_in[0],uo_out[6],2.56,8
after global routing,ui_in[1],uo_out[5],2.37,6
after CTS,ui_in[0],uo_out[6],2.54,8
-- logic make-up after synthesis --
kind of cell,Yosys count,share of synthesized area (%)
adders and majority gates,8,23.6
xor gates and xnor gates,4,7.69
AOI/OAI and AO/OA,18,27.2
and+or+nand+nor,7,10.2
other,1,0.823
buffers and inverters,21,30.5
-- cell type report --
| class | count | area, um2 |
|---|---|---|
| fill | 397 | 2730 |
| inverter | 5 | 18.8 |
| timing repair buffer | 24 | 240 |
| multi-input combinational | 53 | 373 |
| tap | 46 | 57.6 |
No activity file was given, so power comes from the tool's default toggle rates.
