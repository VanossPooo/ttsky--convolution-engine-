==> flow/design.v <==
module Buffer (
    input        clock,
    input        reset,    
    input        ena,
    input  [7:0]  inNum,
    output [71:0] matrix,
    output        conv_valid
);
    parameter W = 128;
    parameter H = 128;
    reg [7:0] col_cnt;  
    reg [7:0] row_cnt;   
    reg pad_col;          
    reg pad_row;          
    reg [7:0] lb0 [0:W-1];   
    reg [7:0] lb1 [0:W-1];  
    reg [7:0] r00, r01, r02;
    reg [7:0] r10, r11, r12;
    reg [7:0] r20, r21, r22;
    wire [7:0] col_idx = pad_col ? (W-1) : col_cnt;
    wire [7:0] top_pixel = (row_cnt >= 2) ? lb0[col_idx] : 8'd0;
    wire [7:0] mid_pixel = (row_cnt >= 1) ? lb1[col_idx] : 8'd0;
    wire [7:0] bot_insert = (pad_col || pad_row) ? 8'd0 : inNum;
    assign matrix = { r00,r01,r02,
                      r10,r11,r12,
                      r20,r21,r22 };
    assign conv_valid = (row_cnt >= 1) && ( (col_cnt >= 1) || pad_col );
    integer i;
    always @(posedge clock or negedge reset) begin
        if (!reset) begin
            col_cnt <= 0;
            row_cnt <= 0;
            pad_col <= 1'b0;
            pad_row <= 1'b0;
            r00 <= 0; r01 <= 0; r02 <= 0;
            r10 <= 0; r11 <= 0; r12 <= 0;
            r20 <= 0; r21 <= 0; r22 <= 0;
            for (i = 0; i < W; i = i + 1) begin
                lb0[i] <= 0;
                lb1[i] <= 0;
            end
        end else if (ena) begin
            r00 <= r01;  r01 <= r02;  r02 <= top_pixel;
            r10 <= r11;  r11 <= r12;  r12 <= mid_pixel;
            r20 <= r21;  r21 <= r22;  r22 <= bot_insert;
            if (!pad_col && !pad_row) begin
                lb0[col_cnt] <= lb1[col_cnt];
                lb1[col_cnt] <= inNum;
            end
            if (!pad_col) begin
                if (col_cnt == (W-1)) begin
                    pad_col <= 1'b1;
                end else begin
                    col_cnt <= col_cnt + 1;
                end
            end else begin
                pad_col <= 1'b0;
                col_cnt <= 0;
                if (!pad_row) begin
                    if (row_cnt == (H-1)) begin
                        pad_row <= 1'b1;
                        row_cnt <= row_cnt + 1; 
                    end else begin
                        row_cnt <= row_cnt + 1;
                    end
                end else begin
                    pad_row <= 1'b0;
                    row_cnt <= 0;
                end
                r00 <= 0; r01 <= 0;
                r10 <= 0; r11 <= 0;
                r20 <= 0; r21 <= 0;
            end
        end
    end
endmodule
==> flow/run.sh <==
#!/bin/bash
# OpenROAD 26Q1-2900-gdf79404cd8, Yosys 0.63+post, stock flow scripts
make -C /OpenROAD-flow-scripts/flow DESIGN_CONFIG=/design/flow/config.mk WORK_HOME=/design/flow/orfs finish
==> flow/config.mk <==
export PLATFORM = sky130hd
export DESIGN_NAME = Buffer
export DESIGN_NICKNAME = Buffer
export VERILOG_FILES = /design/flow/design.v
export SDC_FILE = /design/flow/constraint.sdc
export NUM_CORES = 4
export LEC_CHECK = 1
export CORE_UTILIZATION = 50
==> flow/constraint.sdc <==
current_design Buffer

set clk_period 17.6
set clk_io_pct 0.2

create_clock -name clk0 -period $clk_period [get_ports {clock}]

set non_clock_inputs [all_inputs -no_clocks]
set_input_delay [expr $clk_period * $clk_io_pct] -clock clk0 $non_clock_inputs
set_output_delay [expr $clk_period * $clk_io_pct] -clock clk0 [all_outputs]
==> results_dict.tcl <==
# metrics dict for downstream scripts
set metrics [dict create \
    status "aborted with a tool error" \
    flow.stopped_at "global routing" \
    error_line "[ERROR GRT-0116] Global routing finished with congestion. Check the congestion regions in the DRC Viewer." \
    cts_root_buffer "clkbuf_16" \
    logic_family "AND-OR/OR-AND gates" \
    fp.dieW_um 451 \
    fp_util 0.504 \
    rows 164 \
    grt_pass1_vias 121065 \
    dp_hpwl_um 570000 \
    yosysSeqAreaShare 0.531 \
    synthCells 9438 \
    cts.sinks 2138 \
    grt_overflow 1609 \
    xor_share 0.000782 \
    synth-edff-count 0 \
    grt_pass1_wl_um 1210000 \
    clockBufferDepth 3 \
    synth-adder-area-share 0.00112 \
    yosys_area_um2 101000 \
    pre_cts_ws_ns 10.13 \
    synth_cell_types 87 \
    grt_max_degree 145 \
    synth_area_um2 101000 \
    synth_flops 2138 \
    ios 84 \
    grt_usage 0.921 \
    synth-main-ff-cell "dfrtp_1" \
    post_cts_resized 0 \
    synth_warnings 3 \
    yosys_cells 9438 \
    numCtsBuffers 221 \
    postCtsSetupBuffers 0 \
    simple_gate_share 0.122 \
    mux_share 0.134 \
    avgSynthCellArea_um2 10.7 \
    compound_area_frac 0.173 \
    ys_async_sr_fraction 1.00 \
    die_h_um 451 \
    cts_hold_buf 0 \
    gp_congestion 1.46 \
    htree_levels 4 \
    numPortBuffers 83 \
]
[synth_stat cells, types with 10 or more instances]
master / instances / share of area
clkbuf_1: 556 / 0.021
a21oi_1: 449 / 0.022
nand2b_1: 19 / 0.0012
nor2b_1: 26 / 0.0016
o211ai_1: 17 / 0.0013
buf_1: 51 / 0.0019
a211oi_1: 10 / 0.00074
nand2_1: 1038 / 0.039
buf_6: 39 / 0.0044
mux2_2: 1168 / 0.13
nand4bb_1: 16 / 0.0018
nor3_1: 193 / 0.0096
buf_4: 11 / 0.00082
o2111ai_1: 11 / 0.00096
nor3_2: 20 / 0.0020
mux2i_1: 35 / 0.0035
nor4_1: 86 / 0.0053
and2_1: 19 / 0.0012
a221oi_1: 59 / 0.0051
nand3_1: 114 / 0.0057
a22o_1: 103 / 0.0090
a41oi_1: 11 / 0.00096
a2111oi_0: 17 / 0.0015
nand4_1: 170 / 0.011
a222oi_1: 40 / 0.0040
nand3b_1: 29 / 0.0022
inv_1: 37 / 0.0014
dfrtp_1: 2138 / 0.53
o21ai_0: 384 / 0.019
o22ai_1: 55 / 0.0034
o31ai_1: 29 / 0.0022
a32oi_1: 25 / 0.0022
a31oi_1: 72 / 0.0045
a221o_1: 25 / 0.0025
nand4b_1: 15 / 0.0013
or4_1: 21 / 0.0016
and4_1: 19 / 0.0017
and3_1: 35 / 0.0022
buf_2: 175 / 0.0087
nor4bb_1: 14 / 0.0014
nor2_1: 752 / 0.028
a22oi_1: 1189 / 0.089
[per-layer routing]
metal / track usage / overflow
met4: 0.860 / 345
met3: 0.897 / 369
met1: 0.933 / 253
met2: 0.968 / 579
met5: 0.801 / 63
[through the flow]
stage	instances	instance area, µm²	hold slack [ns]	power (W)
after global placement	12128	109000	0.460	0.00859
after CTS	12531	116000	0.485	0.0136
after detailed placement	12128	109000	0.468	0.00864
after floorplan	9438	101000	0.428	0.00709
[cell families after synthesis]
| logic type | count (synthesis) |
|---|---|
| XOR/XNOR | 9 |
| AND-OR/OR-AND | 2552 |
| flip-flops | 2138 |
| buffers and inverters | 873 |
| AND/OR/NAND/NOR | 2654 |
| adder cells (fa/ha/maj) | 9 |
| multiplexers | 1203 |
No activity file was given, so power comes from the tool's default toggle rates.
