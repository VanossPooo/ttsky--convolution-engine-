`config.mk`:
```
export PLATFORM = sky130hd
export DESIGN_NAME = convolve
export DESIGN_NICKNAME = convolve
export VERILOG_FILES = /design/flow/design.v
export SDC_FILE = /design/flow/constraint.sdc
export NUM_CORES = 4
export LEC_CHECK = 1
export CORE_UTILIZATION = 30
```
`constraint.sdc`:
```
current_design convolve

set clk_period 5.7
set clk_io_pct 0.2

create_clock -name clk0 -period $clk_period [get_ports {clk}]

set non_clock_inputs [all_inputs -no_clocks]
set_input_delay [expr $clk_period * $clk_io_pct] -clock clk0 $non_clock_inputs
set_output_delay [expr $clk_period * $clk_io_pct] -clock clk0 [all_outputs]
```
`design.v`:
```
module convolve (
    input wire signed [71:0] interval,
    input wire clk, resetn,
    output reg [7:0] convolution  
);
    wire signed [71:0] kernel;
    kernelMux m1 (.kernelSelect(2'b01), .kernel(kernel));
    reg signed [89:0] product;  
    always @(posedge clk) begin
        if (!resetn) begin
            product <= 0;
        end else begin
            integer k;
            for (k = 0; k < 9; k = k + 1) begin
                product[k*10+:10] <= $signed(kernel[k*8+:8])*$signed(interval[k*8+:8]);
            end
        end
    end
    wire signed [20:0] sum;
    assign sum = product[0+:10] + product[10+:10] + product[20+:10] + product[30+:10] + 
        product[40+:10] + product[50+:10] + product[60+:10] + product[70+:10] + product[80+:10];
    always @ (*) begin
        if (sum < -255) begin
            convolution = 255;
        end else if  (sum > 255) begin
            convolution = 255;
        end else if (sum < 0) begin
            convolution = (~sum[7:0]) + 1;
        end else begin
            convolution = sum[7:0];
        end
    end
endmodule
module kernelMux (
    input wire [1:0] kernelSelect,
    output reg signed[71:0] kernel
);
    localparam signed [71:0] sobelKernelX = {-8'h1, 8'h0, 8'h1, -8'h2, 8'h0, 8'h2, -8'h1, 8'h0, 8'h1};
    localparam signed [71:0] sobelKernelY = {-8'h1, -8'h2, -8'h1, 8'h0, 8'h0, 8'h0, 8'h1, 8'h2, 8'h1};
    localparam signed [71:0] blurKernel = {8'h1, 8'h1, 8'h1, 8'h1, 8'h1, 8'h1, 8'h1, 8'h1, 8'h1};
    localparam [1:0] clear = 2'b00, sobX = 2'b01, sobY = 2'b10, blur = 2'b11;
    always @ (*) begin
        case(kernelSelect)
            clear: kernel = {8'h0, 8'h0, 8'h0, 8'h0, 8'h0, 8'h0, 8'h0, 8'h0, 8'h0};
            sobX: kernel = sobelKernelX;
            sobY: kernel = sobelKernelY;
            blur: kernel = blurKernel;
        endcase
    end
endmodule
```
`run.sh`:
```
#!/bin/bash
# OpenROAD 26Q1-2900-gdf79404cd8, Yosys 0.63+post, stock flow scripts
make -C /OpenROAD-flow-scripts/flow DESIGN_CONFIG=/design/flow/config.mk WORK_HOME=/design/flow/orfs finish
```
==> results_tabular.tex <==
% Table of physical implementation metrics
\begin{tabular}{lr}
\hline
Metric & Value \\
\hline
\multicolumn{2}{l}{\textbf{Place}} \\
\quad Standard cell area after detailed placement & approximately 0.0041 mm2 \\
\quad HPWL Detailed & 4710 um \\
\quad RD Place Congestion & 0.817 \\
\quad Port-buffer cells & roughly 57 \\
\multicolumn{2}{l}{\textbf{Status}} \\
\quad Status & finished clean \\
\multicolumn{2}{l}{\textbf{Route}} \\
\quad Ant. Diodes & 0 \\
\quad Final wirelength & 5540 um \\
\quad Vias post-DR & 2,268 \\
\quad Number of vias per cell after detailed routing & $\sim$4.1 \\
\quad DRT Pass-1 Iters & 6 \\
\quad Residual DRC count & 0 \\
\quad WL per Instance & 10.0 um \\
\quad Count of routing violations after the opening detailed-route iteration & 36 \\
\quad Antenna Nets Post-Route & 0 \\
\multicolumn{2}{l}{\textbf{Die}} \\
\quad Floorplan die area & 0.0116 mm2 \\
\quad Std-Cell Rows & 38 \\
\quad Core utilization before placement & 30.9\% \\
\quad Die span in x & around 110 um \\
\quad Vertical die dimension & 108 um \\
\quad Total I/O pin count & approximately 82 \\
\quad Area of the placeable core & about 0.011 mm2 \\
\multicolumn{2}{l}{\textbf{Hold path}} \\
\quad Instance count along the most critical hold path & 2 \\
\quad Source of the worst hold timing path & interval[6] \\
\quad Hold worst-path end & product[6]\$\_SDFF\_PN0\_ \\
\quad Worst hold path type & input pin to flip-flop \\
\multicolumn{2}{l}{\textbf{Worst setup path}} \\
\quad CP Class & flip-flop to output pin \\
\quad Required time at the worst-slack endpoint & between 4 and 5 ns \\
\quad Worst Path Max Fanout & 8 \\
\quad Critical path endpoint category & output pin \\
\quad Launching element type of the critical path & flip-flop \\
\quad Worst path arrival time & between 4 and 5 ns \\
\multicolumn{2}{l}{\textbf{Final layout}} \\
\quad Layout cells sized above 1 & 6.04\% \\
\quad Post-route cell area & 0.00420 mm2 \\
\quad Register with the most flip-flops & product \\
\quad Growth of design area from synthesis to finish & 25.6\% \\
\quad Number of flip-flops under the largest register name & around 53 \\
\quad Largest registers & product: 53 flops \\
\quad Fill count & roughly 1,100 \\
\multicolumn{2}{l}{\textbf{Pwr}} \\
\quad Maximum ir drop on the vdd rail & between 0.1 and 0.15 mV \\
\quad Pwr Density & between 300 and 400 mW/mm2 \\
\quad Leakage power of the design & roughly 1.9 nW \\
\multicolumn{2}{l}{\textbf{Flow run}} \\
\quad Max capacitance violation total & 0 \\
\quad Tool warnings & between 40 and 50 \\
\multicolumn{2}{l}{\textbf{Global routing}} \\
\quad Gr ovfl total & 0 \\
\quad Wire length of the first global-routing pass & $\sim$9400 um \\
\quad Vias in the first global route & between 2,000 and 2,500 \\
\quad Antenna violations before repair & 0 \\
\quad Global-route usage over all layers & about a tenth \\
\quad Largest net degree at the start of global routing & approximately 52 \\
\multicolumn{2}{l}{\textbf{Clocking}} \\
\quad Cell at the root of the clock tree & sky130\_fd\_sc\_hd\_\_clkbuf\_8 \\
\quad Hold-fix buffers at CTS & 0 \\
\quad TritonCTS clock tree & done \\
\quad TritonCTS sink count & about 53 \\
\quad Reg clk slew, reported paths & around 0.1 ns \\
\quad Inserted Clock Buffers & 5 \\
\quad Total number of H-tree levels & 2 \\
\quad Clock buffer depth & 2 \\
\multicolumn{2}{l}{\textbf{Logic synthesis}} \\
\quad Unique cell type count in the Yosys netlist & 39 \\
\quad Library cell with the largest summed area after synthesis & sky130\_fd\_sc\_hd\_\_dfxtp\_1 \\
\quad Post-synthesis instance area & roughly 0.0033 mm2 \\
\quad Average instance area after synthesis & 9.49 um2 \\
\quad Area share, top type & about a third \\
\quad Cell count in the Yosys report & 353 \\
\quad Flops out of synthesis & roughly 53 \\
\quad Portion of the post-synthesis area used by sequential elements & approximately a third \\
\quad Leading cell types by total area after synthesis & sky130\_fd\_sc\_hd\_\_dfxtp\_1 32\%, sky130\_fd\_sc\_hd\_\_fa\_1 23\%, sky130\_fd\_sc\_hd\_\_inv\_1 10\% \\
\quad Instance tally after logic synthesis & between 300 and 400 \\
\quad Yosys synthesis chip area & 0.00335 mm2 \\
\quad Warning count from the yosys run & 2 \\
\multicolumn{2}{l}{\textbf{Timing}} \\
\quad Pins over their slew limit & 0 \\
\quad Maximum clock frequency & between 0.15 and 0.2 GHz \\
\quad Setup repair after global routing missed its margin & no \\
\quad Setup violations, final & 0 \\
\quad Rel. slew slack & between 50\% and 60\% \\
\quad Crit share post-route & between 90\% and 100\% \\
\quad Transition time at the pin with the least slew margin & 0.744 ns \\
\quad Final critical path time including I/O delays and setup & about 5.5 ns \\
\quad Setup\_tns & 0 ns \\
\quad Endpoints failing hold & 0 \\
\hline
\end{tabular}
[report_power, final]
group	switching, W	internal (W)	total (W)
Sequential	0.00000843	0.000392	0.000400
Clock	0.000118	0.0000866	0.000205
Combinational	0.000344	0.000354	0.000698
[layout make-up]
type	instances	area [um2]	area share, %
inverter	89	334	7.95
timing repair buffer	59	586	13.9
clock inverter	2	15.0	0.357
multi-input combinational	205	1960	46.6
clock buffer	6	72.6	1.73
sequential	53	1060	25.3
tap	140	175	4.17
[cells in the final DEF, fill, tap and decap left out, types with 4 or more instances in the layout]
cell type	synthesis	routed
sky130_fd_sc_hd__inv_1	89	89
sky130_fd_sc_hd__clkdlybuf4s50_1	0	57
sky130_fd_sc_hd__dfxtp_1	53	52
sky130_fd_sc_hd__fa_1	38	37
sky130_fd_sc_hd__and2_1	36	36
sky130_fd_sc_hd__nand2_1	11	11
sky130_fd_sc_hd__nor2_1	11	11
sky130_fd_sc_hd__a21oi_1	11	10
sky130_fd_sc_hd__and3_1	10	10
sky130_fd_sc_hd__xnor2_1	10	9
sky130_fd_sc_hd__ha_1	14	9
sky130_fd_sc_hd__nand3_1	7	7
sky130_fd_sc_hd__nand2b_1	7	7
sky130_fd_sc_hd__o21a_1	5	5
sky130_fd_sc_hd__nor3_1	5	5
sky130_fd_sc_hd__nand3b_1	5	5
sky130_fd_sc_hd__clkbuf_8	0	5
sky130_fd_sc_hd__ha_2	0	4
[worst max-delay path, cell delays in order, from the launching register on]
cell and delay (ns):
sky130_fd_sc_hd__dfxtp_1 0.32, sky130_fd_sc_hd__inv_1 0.05, sky130_fd_sc_hd__fa_1 0.53, sky130_fd_sc_hd__inv_1 0.06
sky130_fd_sc_hd__fa_1 0.53, sky130_fd_sc_hd__inv_1 0.05, sky130_fd_sc_hd__fa_1 0.52, sky130_fd_sc_hd__inv_1 0.07
sky130_fd_sc_hd__fa_2 0.40, sky130_fd_sc_hd__a21o_1 0.21, sky130_fd_sc_hd__a221oi_2 0.31, sky130_fd_sc_hd__xnor2_2 0.12
sky130_fd_sc_hd__a211oi_4 0.32, sky130_fd_sc_hd__nand3_1 0.13, sky130_fd_sc_hd__clkdlybuf4s50_1 0.43
[metal layers]
layer | routed length, um | track usage, % | vias up
met4 | 193 | 2.84 | 0
met3 | 218 | 1.48 | 10
met2 | 2300 | 15.7 | 41
met1 | 2830 | 16.5 | 1023
li1 | - | - | 1194
met5 | 0 | 0 | -
[Yosys cell counts]
cell / number
sky130_fd_sc_hd__a211o_1: 1
sky130_fd_sc_hd__a211oi_4: 1
sky130_fd_sc_hd__a21o_1: 3
sky130_fd_sc_hd__a21oi_1: 11
sky130_fd_sc_hd__a21oi_4: 2
sky130_fd_sc_hd__a221o_2: 1
sky130_fd_sc_hd__a221oi_2: 1
sky130_fd_sc_hd__a31o_1: 1
sky130_fd_sc_hd__a31oi_1: 1
sky130_fd_sc_hd__and2_1: 36
sky130_fd_sc_hd__and3_1: 10
sky130_fd_sc_hd__and3b_1: 3
sky130_fd_sc_hd__buf_6: 1
sky130_fd_sc_hd__clkbuf_1: 5
sky130_fd_sc_hd__dfxtp_1: 53
sky130_fd_sc_hd__fa_1: 38
sky130_fd_sc_hd__ha_1: 14
sky130_fd_sc_hd__inv_1: 89
sky130_fd_sc_hd__nand2_1: 11
sky130_fd_sc_hd__nand2b_1: 7
sky130_fd_sc_hd__nand3_1: 7
sky130_fd_sc_hd__nand3b_1: 5
sky130_fd_sc_hd__nand4_1: 2
sky130_fd_sc_hd__nand4b_1: 1
sky130_fd_sc_hd__nor2_1: 11
sky130_fd_sc_hd__nor3_1: 5
sky130_fd_sc_hd__nor3b_1: 2
sky130_fd_sc_hd__nor4_1: 2
sky130_fd_sc_hd__o211ai_1: 1
sky130_fd_sc_hd__o21a_1: 5
sky130_fd_sc_hd__o21ai_0: 3
sky130_fd_sc_hd__o21ai_1: 2
sky130_fd_sc_hd__o21ai_2: 1
sky130_fd_sc_hd__or2_1: 1
sky130_fd_sc_hd__or3_1: 2
sky130_fd_sc_hd__or3_4: 1
sky130_fd_sc_hd__or4_1: 2
sky130_fd_sc_hd__xnor2_1: 10
sky130_fd_sc_hd__xor2_1: 1
[repair_timing]
action	CTS	global route
setup buffers	0	1
resized	0	10
setup endpoints to repair	0	8
[worst max path at each step]
stage | from | to | slack [ns] | cells past startpoint
final | product[3]$_SDFF_PN0_ | convolution[4] | 0.22 | 14
after global routing | product[2]$_SDFF_PN0_ | convolution[3] | 0.005 | 13
after CTS | product[9]$_SDFF_PN0_ | convolution[4] | 0.09 | 14
[logic make-up after synthesis]
family,count (synthesis),synth area share (%)
compound gates,34,7.74
xor+xnor,11,2.88
fa+ha+maj,52,28.0
buf+inv,95,10.9
flops,53,31.7
simple gates,108,18.9
[through the flow]
step	hold WS [ns]	instances	setup slack, ns	utilization, %	power (W)
CTS	1.39	553	0.0896	38.4	0.00128
detailed placement	1.72	545	0.438	37.6	0.00107
global route	1.39	554	0.00516	38.8	0.00143
global placement	1.71	545	0.447	37.6	0.00107
finish	1.39	554	0.217	38.8	0.00130
floorplan	1.22	353	1.12	-	0.000897
No activity file was given, so power comes from the tool's default toggle rates.
